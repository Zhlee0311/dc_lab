<file path="design/flow/design.v">
`timescale 1ns / 1ps
module display (
    input clk,   
    input [1:0] sw,   
    output reg [2:0] which,   
    output reg [7:0] seg   
);
  reg [32:1] data;
  reg [14:0] count;
  reg [ 3:0] digit;
  initial begin
    count <= 0;
    which <= 0;
  end
  always @(sw) begin
    case (sw)
      2'b00: data <= 32'hz;
      2'b01: data <= 32'h7654_3210;
      2'b11: data <= 32'h0123_4567;
      2'b10: data <= 32'hfedc_ba98;
    endcase
  end
  always @(posedge clk) count <= count + 1'b1;
  always @(negedge clk) begin
    if (&count) begin
      which <= which + 1'b1;
    end
  end
  always @(*) begin
    case (which)
      3'b000: digit <= data[32:29];
      3'b001: digit <= data[28:25];
      3'b010: digit <= data[24:21];
      3'b011: digit <= data[20:17];
      3'b100: digit <= data[16:13];
      3'b101: digit <= data[12:9];
      3'b110: digit <= data[8:5];
      3'b111: digit <= data[4:1];
    endcase
  end
  always @(*) begin
    case (digit)
      4'h0: seg <= 8'b0000_0011;
      4'h1: seg <= 8'b1001_1111;
      4'h2: seg <= 8'b0010_0101;
      4'h3: seg <= 8'b0000_1101;
      4'h4: seg <= 8'b1001_1001;
      4'h5: seg <= 8'b0100_1001;
      4'h6: seg <= 8'b0100_0001;
      4'h7: seg <= 8'b0001_1111;
      4'h8: seg <= 8'b0000_0001;
      4'h9: seg <= 8'b0000_1001;
      4'hA: seg <= 8'b0001_0001;
      4'hB: seg <= 8'b1100_0001;
      4'hC: seg <= 8'b0110_0011;
      4'hD: seg <= 8'b1000_0101;
      4'hE: seg <= 8'b0110_0001;
      4'hF: seg <= 8'b0111_0001;
    endcase
  end
endmodule
`timescale 1ns / 1ps
module top (
    input clk,
    input [1:0] sw,
    output reg enable = 1,
    output [2:0] which,
    output [7:0] seg
);
  display uut (
      clk,
      sw,
      which,
      seg
  );
endmodule
</file>
<file path="design/flow/run.sh">
#!/bin/bash
# OpenROAD 26Q1-2900-gdf79404cd8, Yosys 0.63+post, stock flow scripts
make -C /OpenROAD-flow-scripts/flow DESIGN_CONFIG=/design/flow/config.mk WORK_HOME=/design/flow/orfs finish
</file>
<file path="design/flow/config.mk">
export PLATFORM = sky130hd
export DESIGN_NAME = top
export DESIGN_NICKNAME = top
export VERILOG_FILES = /design/flow/design.v
export SDC_FILE = /design/flow/constraint.sdc
export NUM_CORES = 4
export LEC_CHECK = 1
export CORE_AREA = 10 10 81 81
export DIE_AREA = 0 0 91 91
</file>
<file path="design/flow/constraint.sdc">
current_design top

set clk_period 2.8
set clk_io_pct 0.2

create_clock -name clk0 -period $clk_period [get_ports {clk}]

set non_clock_inputs [all_inputs -no_clocks]
set_input_delay [expr $clk_period * $clk_io_pct] -clock clk0 $non_clock_inputs
set_output_delay [expr $clk_period * $clk_io_pct] -clock clk0 [all_outputs]
</file>
==> results.env <==
STATUS='complete, but fails checks'
VIOLATED_CHECKS='negative setup slack'
STAGE_LOG_WARNINGS=35
CRITPATHREQUIREDTIME_NS=2.24
DIE-WIDTH_MICRONS=91
CLOCK_TREE_FROM_TRITONCTS='built'
PATH_BUFFERS=2
POST-ROUTE-WORST-SETUP-SLACK_NS=-1.54
TIMING.MAX_CAP.VIOLATIONS=0
DOMINANTREGCELLSYNTH='sky130_fd_sc_hd__dfxtp_1'
WORSTPATHCELLLIST='buf_6 > ha_4 > ha_4 > or3_4 > o21ai_2 > a21oi_2 > mux2_4 > a21oi_2 > buf_2'
CORE_FOOTPRINT_SQ_UM=4820
GRT_START_MAX_NET_PINS=14
SHARE_OF_LAYOUT_CELLS_ABOVE_DRIVE_STRENGTH_1=0.457
CPPEAKSTAGEDELAY_NS=0.48
AVGVIACOUNTPERCELL=4.25
WORST_EP_ARRIVAL_TIME_NS=3.78
YOSYS-TOP-CELLS-COUNT='sky130_fd_sc_hd__dfxtp_1 (15), sky130_fd_sc_hd__nand2_1 (14), sky130_fd_sc_hd__xnor2_1 (10)'
VIAS=1084
DETAIL-ROUTE-ANTENNA-NETS=0
PLACE_CONGESTION=0.864
RSZ_0062_RAISED_AFTER_GLOBAL_ROUTING='yes'
GROUTE.USAGE.OVERALL=0.0623
YS_CELLS=136
PLACE_INST=239
GLOBAL_ROUTE.OVERFLOW_TOTAL=0
HTREE_NUM_LEVELS=1
YS_SEQ_SHARE=0.334
POST-ROUTE-UTIL=0.381
SYNTH.FF_LATCH_COUNT=18
TIMING_MAX_TRANSITION_VIOLATIONS_FINAL=0
DIE_H_MICRONS=91
CLOCK_INSERTION_DELAY_WORST_SKEW_NS=0.31
NUMBER_OF_STANDARD_CELLS_AFTER_SYNTHESIS=136
AREAGROWTHSYNTHTOFINISH_PCT=57.0
ELEMENT_TYPE_AT_THE_CRITICAL_PATH_END='output port'
LAYOUT.AREA.COMB_SQ_UM=832
HOLDBUFCOUNTCTS=0
ANTENNA_FOUND_INITIAL=0
POST_LAYOUT_NONFILLER_INSTANCES=255
TALLY_OF_BUFFERS_ADDED_ON_DESIGN_PORTS=12
CLK_PIN_SLEW_WORST_PATHS_NS=0.07
SYNTH_TOP_CELL_BY_COUNT='sky130_fd_sc_hd__dfxtp_1'
NUM_ROWS=25
TRITONCTS_BUFFERS=3
CRIT_PATH_MAX_FANOUT=5
FP_UTIL=0.242
ASYNC_FLOP_SHARE=0
CTS_MAX_PATH_BUFFERS=2
DP_HPWL_MM=1.94
RRSETUPSLACK_NS=0.09
FIRSTDRTPASSITERS=4
WORST_PATH_DOMINANT_CELL_FAMILY='flip-flops'
TOTALWIRELENGTH_MM=2.71
N_FILL_CELL=486
PRE_CTS_SLACK_NS=-1.52
DETAIL_ROUTE.WL_PER_CELL_MICRONS=10.6
DETAILED_ROUTE_DRC_ERROR_COUNT=0
CRITICAL_PATH_CLASS='reg2out'
REPORT.FINAL.SETUP_VIOL=10
CLOCK-ROOT-BUFFER='sky130_fd_sc_hd__clkbuf_8'
SEQCELLAREA_SQ_UM=393
HOLD-WORST-SLACK_NS=0.453
CLKSINKCOUNT=18
ENABLE_FLOP_CELLS=3
NETLIST.AREA_LEADER.SHARE=0.257
CRIT_PATH_TOP_DELAY_CELL='sky130_fd_sc_hd__edfxtp_1'
POWER.DENSITY_nW_PER_UM2=279
GR-USAGE-MET2=0.103
SYNTH_AREA_PER_CELL_SQ_UM=8.58
CHIP_AREA_SQ_UM=8280
WORST_IR_DROP_VDD_mV=0.355
MET1_USAGE=0.0835
YS_TOP_CELLS_BY_AREA='sky130_fd_sc_hd__dfxtp_1 (26%), sky130_fd_sc_hd__edfxtp_1 (7.7%), sky130_fd_sc_hd__ha_1 (7.5%)'
HOLD_CLASS='reg2reg'
SYNTH.LIB_CELLS_USED.DISTINCT=42
SYNTH_WARNINGS=3
IOS=15
NUM_ANTENNA_CELLS=0
SYNTHDOMINANTAREACELLTYPE='sky130_fd_sc_hd__dfxtp_1'
POWER.LEAKAGE_nW=0.748
FIRST_PASS_GRT_WIRE_LENGTH_MM=4.53
SYNTH_AREA_SQ_UM=1170
YOSYSCHIPAREA_SQ_UM=1170
GRTUSAGEMET3=0.0108
CRITICAL_PATH.STARTPOINT_TYPE='flop'
FINCLKSKEW_NS=0.0624
FIRST_ITER_VIOLATIONS=30
HOLD_VIOLATION_COUNT_IN_THE_FINAL_REPORT=0
FIRST_GLOBAL_VIAS=1052
GLOBAL_ROUTE.PEAK_USAGE_LAYER='met2'
[cells by family after synthesis]
logic type / count (synthesis) / share of synthesized area
AND-OR/OR-AND: 27 / 0.163
XOR/XNOR: 13 / 0.0975
buffers and inverters: 18 / 0.0804
multiplexers: 4 / 0.0364
flip-flops: 18 / 0.334
adder cells (fa/ha/maj): 7 / 0.0750
AND/OR/NAND/NOR: 48 / 0.210
other: 1 / 0.00321
[cell type report]
| class | count | share of cell area |
|---|---|---|
| timing repair buffer | 55 | 0.240 |
| tap | 67 | 0.0457 |
| sequential | 18 | 0.214 |
| multi-input combinational | 101 | 0.454 |
| clock inverter | 4 | 0.00887 |
| clock buffer | 3 | 0.0225 |
| inverter | 7 | 0.0143 |
[registers in the layout, indices dropped and copies added, names as in the netlist]
register,count
uut.which,3
uut.count,15
[cell usage in the layout (no fill, tap or decap), types with 2 or more instances in the layout]
cell                              instances
sky130_fd_sc_hd__buf_4                   35
sky130_fd_sc_hd__nand2_1                 14
sky130_fd_sc_hd__dfxtp_1                 13
sky130_fd_sc_hd__xnor2_1                 10
sky130_fd_sc_hd__buf_6                   10
sky130_fd_sc_hd__inv_1                    8
sky130_fd_sc_hd__buf_2                    7
sky130_fd_sc_hd__nand3_1                  6
sky130_fd_sc_hd__ha_4                     5
sky130_fd_sc_hd__and3_1                   4
sky130_fd_sc_hd__nor2_1                   4
sky130_fd_sc_hd__o22ai_1                  4
sky130_fd_sc_hd__xor2_1                   3
sky130_fd_sc_hd__o21ai_0                  3
sky130_fd_sc_hd__a21oi_2                  3
sky130_fd_sc_hd__clkbuf_8                 3
sky130_fd_sc_hd__edfxtp_1                 3
sky130_fd_sc_hd__and2_4                   2
sky130_fd_sc_hd__nand3_2                  2
sky130_fd_sc_hd__and2_1                   2
sky130_fd_sc_hd__inv_2                    2
sky130_fd_sc_hd__a21oi_1                  2
sky130_fd_sc_hd__nor2b_1                  2
sky130_fd_sc_hd__o21ai_1                  2
sky130_fd_sc_hd__nand3b_1                 2
sky130_fd_sc_hd__nor3_1                   2
sky130_fd_sc_hd__o21ai_2                  2
sky130_fd_sc_hd__mux2i_1                  2
sky130_fd_sc_hd__conb_1                   2
sky130_fd_sc_hd__clkdlybuf4s50_1          2
sky130_fd_sc_hd__dfxtp_2                  2
[layer usage]
metal  wire length, microns  vias up
li1                       -      580
met1                   1350      486
met2                   1220       14
met3                     95        4
met4                     44        0
met5                      0        -
[per-stage QoR]
stage / total power, mW / cell area (sq um) / setup TNS [ns]
floorplan: 0.306 / 1220 / -6.06
global placement: 0.330 / 1610 / -10.64
detailed placement: 0.330 / 1610 / -10.74
CTS: 0.517 / 1750 / -11.35
global route: 0.540 / 1830 / -12.09
finish: 0.511 / 1830 / -11.13
[worst reg2reg max path: cells and delay by family, from the launching register on]
family	cells	cell delay, ns
flip-flops	1	0.33
AND/OR/NAND/NOR	5	0.74
[worst paths after layout]
kind                start            to  cells past startpoint
max reg2reg  uut.count[9]  uut.which[1]                      5
min          uut.count[4]  uut.count[4]                      1
max          uut.which[1]        seg[4]                      9
min reg2reg  uut.count[4]  uut.count[4]                      1
[power breakdown]
part	switching [mW]	total [mW]	internal [mW]
sequential	0	0.262	0.262
combinational	0.0259	0.0568	0.0309
clock	0.0880	0.192	0.104
total	0.114	0.511	0.397
[timing repair]
action / in CTS / in global routing
resized: 50 / 10
buffers inserted: 8 / 4
setup endpoints to repair: 10 / 13
pin swaps: 12 / 8
Power and IR drop assume default switching activity.
