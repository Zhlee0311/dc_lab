--- flow/design.v ---
`timescale 1ns / 1ps
module mux4 (
    A,
    B,
    C,
    D,
    S,
    EN_,
    Y
);
  input [3:0] A, B, C, D;
  input [1:0] S;
  input EN_;
  output reg [3:0] Y;
  always @(*) begin
    if (EN_) Y = 4'b0000;
    else
      case (S)
        2'b00: Y <= A;
        2'b01: Y <= B;
        2'b10: Y <= C;
        2'b11: Y <= D;
      endcase
  end
endmodule
`timescale 1ns / 1ps
module mux8 (
    A,
    B,
    C,
    D,
    E,
    F,
    G,
    H,
    S,
    Y
);
  input [3:0] A, B, C, D, E, F, G, H;
  input [2:0] S;
  output [3:0] Y;
  wire [3:0] Y1, Y2;
  mux4 uut1 (
      A,
      B,
      C,
      D,
      S[1:0],
      S[2],
      Y1
  );
  mux4 uut2 (
      E,
      F,
      G,
      H,
      S[1:0],
      ~S[2],
      Y2
  );
  assign Y = {Y1 | Y2};
endmodule
--- flow/run.sh ---
#!/bin/bash
# OpenROAD 26Q1-2900-gdf79404cd8, Yosys 0.63+post, stock flow scripts
make -C /OpenROAD-flow-scripts/flow DESIGN_CONFIG=/design/flow/config.mk WORK_HOME=/design/flow/orfs finish
--- flow/config.mk ---
export PLATFORM = sky130hd
export DESIGN_NAME = mux8
export DESIGN_NICKNAME = mux8
export VERILOG_FILES = /design/flow/design.v
export SDC_FILE = /design/flow/constraint.sdc
export NUM_CORES = 4
export LEC_CHECK = 1
export CORE_AREA = 10 10 70 70
export DIE_AREA = 0 0 80 80
--- flow/constraint.sdc ---
current_design mux8

set clk_period 2.0
set clk_io_pct 0.2

create_clock -name clk0 -period $clk_period

set non_clock_inputs [all_inputs -no_clocks]
set_input_delay [expr $clk_period * $clk_io_pct] -clock clk0 $non_clock_inputs
set_output_delay [expr $clk_period * $clk_io_pct] -clock clk0 [all_outputs]
==> ci_impl_report.md <==
## Synthesis and layout report

| Metric | Value |
|---|---|
| Status | complete, no violations |
| Site Rows | 21 |
| Ao+oa area frac | 0% |
| Initial antenna violation count | 0 |
| Commonest Layout Cell | dlygate4sd2_1 |
| Max_cap viols | 0 |
| Largest net degree at the start of global routing | 7 |
| Chip Area, Yosys | 270.3 sq um |
| Syn Std Cell Area | about 270 sq um |
| First-pass GRT wire length | 2401 microns |
| Worst slew pin tran | 0.2985 ns |
| Vias | 332 |
| Layout cell share with drive strength beyond 1 | 41.38% |
| Remaining DRCs | 0 |
| RePlAce Congestion | around 0.77 |
| DRT antenna net count | 0 |
| CP max FO | 3 |
| Setup Total Neg Slack | 0 ns |
| Simple-Gate Area Share | 0% |
| DR WL/cell | 14.80 microns |
| Worst Path Required | 1.60 ns |
| Synth Seq Share | 0% |
| Slew headroom | about 80% |
| Switching share of power | 24.21% |
| PD cells | ~190 nW/um^2 |
| Core Region | 3416 sq um |
| Syn Inst Count | 14 |
| Die span in x | approximately 80 microns |
| Main logic family after synthesis | multiplexers |
| Registers | 0 |
| Fmax | 515.4 MHz |
| Final setup vio count | 0 |
| Syn Area/Cell | 19.30 sq um |
| GRT Residual Overflow | 0 |
| VDD IR max | 0.03305 mV |
| Ys Warns | 1 |
| Worst Setup Start Kind | input port |
| Sequential cell area | 0 sq um |
| Number of clock buffers in the layout | 0 |
| Min Tclk post-route | 1.940 ns |
| XOR Share, Synth | 0% |
| Port Buffers | 39 |
| NetSw | 0.03350 mW |
| Type of the worst setup path | in -> out |
| GRT Util Overall | 4.733% |
| # IOs | 39 |
| Clock Power Share | 0% |
| Tool warning count | 32 |
| Diode count | 0 |
| Iteration-0 DRC Markers | 3 |
| RSZ-0062 raised after global routing | false |
| Final Max Tran Viols | 0 |
| Final WL | approximately 1500 microns |
| Ys cells | 14 |
| Vias in the first global route | 415 |
| Layout fillers | 394 |
| Tightest Hold Check Type | in -> out |
| Vias per inst | 3.192 |
| Final Hold Fails | 0 |
| Critical path endpoint category | output port |
| Leak | 0.3320 nW |
| Fp_density | just under 8% |
| Mux share | 94.44% |
| Most frequent cells in the layout | dlygate4sd2_1 (32), mux4_2 (8), buf_6 (8) |
| DRT Pass-1 Iters | 2 |
| Critical Path AT | 1.54 ns |
| Register share of total power | 0% |
| Final worst-path cycle share | 97.02% |
| Combinational share of power | about 100% |
| Yosys adder share | 0% |
| Yosys cell types | 4 |
| Final Util | 21.32% |
| P_int | 0.1049 mW |
| Die area | 6400 sq um |
| Area growth, synth to finish | 169.4% |
| Die H | 80 microns |
[critical path: stages]
cell and delay (ns):
buf_6 0.08, buf_6 0.10, buf_6 0.10, mux4_2 0.48
mux2_4 0.28, buf_6 0.11
[cell type report]
| type | count | area, sq um | share of cell area [%] |
|---|---|---|---|
| repair buffers | 46 | 430.4 | 59.11 |
| multi-input cells | 12 | 240.2 | 32.99 |
| well taps | 46 | 57.56 | 7.904 |
[power groups by stage]
| stage | Clock, mW | Combinational, mW | Sequential [mW] |
|---|---|---|---|
| 5_1_grt | 0 | 0.150 | 0 |
| 6_report | 0 | 0.138 | 0 |
| 4_1_cts | 0 | 0.142 | 0 |
[worst paths after layout]
check / slack, ns / to / depth (start not counted) / from
max: 0.06 / Y[3] / 6 / S[2]
min: 1.40 / Y[1] / 5 / S[2]
[synthesized netlist by cell type, drive strengths merged]
cell type  instances  share of area, %
mux2               4                17
clkbuf             1               1.4
mux4               8                78
buf                1               4.2
[metrics by stage]
step                      cell area, sq um  hold WS, ns  setup WS (ns)  cells  power [mW]
after floorplan                      270.3       0.9066         0.3176     14     0.04072
after global placement               725.7        2.051        -0.6829    100      0.1365
after detailed placement             725.7        2.056        -0.6771    100      0.1367
after CTS                            732.0        1.425       0.009674    105      0.1425
after global routing                 728.2        1.434        0.01220    104      0.1499
final                                728.2        1.397        0.05967    104      0.1384
[metal layers]
layer / part of all wire [%] / vias up / GRT usage (%)
li1: - / 158 / -
met1: 32 / 173 / 4.881
met2: 68 / 1 / 10.51
met3: 0 / 0 / 0
met4: 0 / 0 / 0
met5: 0 / - / 0
[cell families after synthesis]
logic type             count (synthesis)
buffers and inverters                  2
muxes                                 12
[what timing repair did]
| action | in CTS | in global routing |
|---|---|---|
| gates resized | 69 | 2 |
| buffers inserted | 5 | 0 |
| hold endpoints to repair | 0 | 0 |
| endpoints found under the setup margin | 4 | 4 |
| hold buffers | 0 | 0 |
Power and IR drop assume default switching activity.
