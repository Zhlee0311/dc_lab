## ./config.mk

```make
export PLATFORM = sky130hd
export DESIGN_NAME = Top
export DESIGN_NICKNAME = Top
export VERILOG_FILES = /design/flow/design.v
export SDC_FILE = /design/flow/constraint.sdc
export NUM_CORES = 4
export LEC_CHECK = 1
export CORE_UTILIZATION = 40
```

## ./run.sh

```bash
#!/bin/bash
# OpenROAD 26Q1-2900-gdf79404cd8, Yosys 0.63+post, stock flow scripts
make -C /OpenROAD-flow-scripts/flow DESIGN_CONFIG=/design/flow/config.mk WORK_HOME=/design/flow/orfs finish
```

## ./design.v

```verilog
`timescale 1ns / 1ps
module BcdCode (
    input  wire [15:0] bin,
    output reg  [15:0] bcd
);
  initial begin
    bcd = 16'd0;
  end
  always @(*) begin
    bcd[3:0]   = bin % 10;
    bcd[7:4]   = bin / 10 % 10;
    bcd[11:8]  = bin / 100 % 10;
    bcd[15:12] = bin / 1000 % 10;
  end
endmodule
`timescale 1ns / 1ps
module Delay (
    input wire clk_50ns,
    output reg [2:0] Bit_Sel
);
  integer cnt = 0;
  initial begin
    Bit_Sel <= 3'b000;
  end
  always @(posedge clk_50ns) begin
    cnt <= cnt + 1;
    if (cnt == 40000) begin
      Bit_Sel <= Bit_Sel + 3'b001;
      cnt <= 0;
    end
  end
endmodule
`timescale 1ns / 1ps
module Dis (
    input wire reset,
    input wire start,
    input wire pause,
    input wire waitt,
    input wire clk_1s,
    input wire [1:0] speedup,
    output reg [15:0] distance
);
  reg start_ff;
  initial begin
    distance = 16'd0;
    start_ff = 1'b0;
  end
  always @(posedge reset or posedge clk_1s) begin
    if (reset) begin
      distance <= 16'd0;
      start_ff <= 1'b0;
    end else if ((start || start_ff) && !pause && !waitt) begin
      case (speedup)
        2'b00: distance <= distance + 16'd1;
        2'b01: distance <= distance + 16'd2;
        2'b10: distance <= distance + 16'd4;
        2'b11: distance <= distance + 16'd6;
      endcase
      if (start) start_ff <= start;
    end
  end
endmodule
`timescale 1ns / 1ps
module Fare (
    input wire reset,
    input wire start,
    input wire pause,
    input wire waitt,
    input wire clk_1s,
    input wire addition,
    input wire [15:0] distance,
    output reg [15:0] fare
);
  parameter s_fare = 16'd60;   
  reg start_ff;
  initial begin
    fare = 16'd0;
    start_ff = 1'b0;
  end
  always @(posedge reset or posedge clk_1s) begin
    if (reset) begin
      fare <= 16'd0;
      start_ff <= 1'b0;
    end else if ((start || start_ff) && !waitt && !pause) begin
      if (distance <= 16'd30) begin
        fare <= s_fare;
      end else if (fare <= 16'd200) begin
        fare <= s_fare + (12 * (distance - 30)) / 10;
      end else begin
        fare <= 16'd204 + (18 * (distance - 150)) / 10;
      end
      if (start) start_ff <= start;
    end else if (addition && waitt && !pause) begin
      fare <= fare + 16'd5;
    end
  end
endmodule
`timescale 1ns / 1ps
module Fdiv (
    input  wire reset,
    input  wire clk_50ns,
    output reg  clk_1s
);
  reg [31:0] counter;
  initial begin
    counter = 32'd0;
    clk_1s  = 1'b0;
  end
  always @(posedge reset or posedge clk_50ns) begin
    if (reset) begin
      counter <= 32'd0;
      clk_1s  <= 1'b0;
    end else if (counter == 32'd10_000_000) begin
      counter <= 32'd0;
      clk_1s = ~clk_1s;
    end else counter <= counter + 1'b1;
  end
endmodule
`timescale 1ns / 1ps
module SLed (
    input wire [15:0] distance_bcd,
    input wire [15:0] fare_bcd,
    input wire [2:0] Bit_Sel,
    output reg [3:0] AN,   
    output reg [7:0] Seg   
);
  reg [3:0] digit;
  initial begin
    digit <= 4'd0;
  end
  always @(*) begin
    case (Bit_Sel)
      3'b000: AN <= 4'b1000;
      3'b001: AN <= 4'b1001;
      3'b010: AN <= 4'b1010;
      3'b011: AN <= 4'b1011;
      3'b100: AN <= 4'b1100;
      3'b101: AN <= 4'b1101;
      3'b110: AN <= 4'b1110;
      3'b111: AN <= 4'b1111;
    endcase
  end
  always @(*) begin
    case (Bit_Sel)
      3'b000: digit <= fare_bcd[15:12];
      3'b001: digit <= fare_bcd[11:8];
      3'b010: digit <= fare_bcd[7:4];
      3'b011: digit <= fare_bcd[3:0];
      3'b100: digit <= distance_bcd[15:12];
      3'b101: digit <= distance_bcd[11:8];
      3'b110: digit <= distance_bcd[7:4];
      3'b111: digit <= distance_bcd[3:0];
    endcase
  end
  always @(*) begin
    if (Bit_Sel == 3'b010 || Bit_Sel == 3'b110) begin
      case (digit)
        4'b0000: Seg <= 8'b0000_0010;
        4'b0001: Seg <= 8'b1001_1110;
        4'b0010: Seg <= 8'b0010_0100;
        4'b0011: Seg <= 8'b0000_1100;
        4'b0100: Seg <= 8'b1001_1000;
        4'b0101: Seg <= 8'b0100_1000;
        4'b0110: Seg <= 8'b0100_0000;
        4'b0111: Seg <= 8'b0001_1110;
        4'b1000: Seg <= 8'b0000_0000;
        4'b1001: Seg <= 8'b0000_1000;
      endcase
    end else begin
      case (digit)
        4'b0000: Seg <= 8'b0000_0011;
        4'b0001: Seg <= 8'b1001_1111;
        4'b0010: Seg <= 8'b0010_0101;
        4'b0011: Seg <= 8'b0000_1101;
        4'b0100: Seg <= 8'b1001_1001;
        4'b0101: Seg <= 8'b0100_1001;
        4'b0110: Seg <= 8'b0100_0001;
        4'b0111: Seg <= 8'b0001_1111;
        4'b1000: Seg <= 8'b0000_0001;
        4'b1001: Seg <= 8'b0000_1001;
      endcase
    end
  end
endmodule
`timescale 1ns / 1ps
module Top(reset,start,pause,waitt,clk_50ns,speedup,AN,Seg);
  input reset;
  input start;
  input pause;
  input waitt;
  input clk_50ns;
  input [1:0]speedup;
  output [3:0]AN;
  output [7:0]Seg;
  wire clk_1s;
  wire addition;
  wire [2:0]Bit_Sel;
  wire [15:0]fare;
  wire [15:0]fare_bcd;
  wire [15:0]distance;
  wire [15:0]distance_bcd;
  Fdiv u1(reset,clk_50ns,clk_1s);
  Dis  u2(reset,start,pause,waitt,clk_1s,speedup,distance);
  Traffic u3(reset,pause,waitt,clk_1s,addition);
  Fare u4(reset,start,pause,waitt,clk_1s,addition,distance,fare);
  Delay u5(clk_50ns,Bit_Sel);
  BcdCode u6(distance,distance_bcd);
  BcdCode u7(fare,fare_bcd);
  SLed  u8(distance_bcd,fare_bcd,Bit_Sel,AN,Seg);
endmodule
`timescale 1ns / 1ps
module Traffic (
    input  wire reset,
    input  wire pause,
    input  wire waitt,
    input  wire clk_1s,
    output reg  addition
);
  reg [3:0] count;
  initial begin
    count = 4'd0;
    addition = 1'b0;
  end
  always @(posedge reset or posedge clk_1s) begin
    if (reset) begin
      count <= 4'd0;
      addition <= 1'b0;
    end else if (count == 4'd10) begin
      count <= 4'd0;
      addition <= 1'b1;
    end else if (!pause && waitt) begin
      count <= count + 4'd1;
      addition <= 1'b0;
    end
  end
endmodule
```

## ./constraint.sdc

```tcl
current_design Top

set clk_period 32.5
set clk_io_pct 0.2

create_clock -name clk0 -period $clk_period [get_ports {clk_50ns}]

set non_clock_inputs [all_inputs -no_clocks]
set_input_delay [expr $clk_period * $clk_io_pct] -clock clk0 $non_clock_inputs
set_output_delay [expr $clk_period * $clk_io_pct] -clock clk0 [all_outputs]
```

==> qor.yml <==
outcome:
  status: "finished, final reports clean"
place:
  dp_hpwl_mm: 48.0
  place_area_um2: 22600
  routabilityCongestion: 0.945
  port_buffers: 17
worst_setup_path:
  worstSetupStartpoint: "u5.Bit_Sel[2]"
  crit_fanout: 16
  r2r-start: "u1.counter[2]"
  endpoint_kind: "output port"
  reg2regPathDepth: 9
  path_delay_family: "flip-flops"
  r2r_slack_ns: 29.91
  slowest_delay_ns: 0.70
  crit_chain: "clkdlybuf4s50_1"
  setup.worst_path.class: "reg2out"
  cp-endpoint: "AN[2]"
  cp.buffers_inverters: 1
  path_depth: 1
  startpoint_type: "register"
  required_ns: 26.00
  r2r-end: "u1.counter[31]"
  cpMaxStageDelayCell: "edfxtp_1"
  crit_arrival_ns: 1.60
logic_synthesis:
  synthCells: 3127
  ys_types: 122
  dominantRegCellSynth: "dfrtp_1"
  syn_area_um2: 21800
  yosysWarningCount: 7
  edf_count: 3
  synthArstFlopShare: 0.626
  ys_area_um2: 21800
  ys.flops: 115
  syn_avg_cell_area_um2: 6.98
  ys_cells: 3127
timing:
  skew_ns: 0.00165
  slew_violations: 0
  finalCriticalPeriod_ns: 8.10
  rsz0062_at_grt: "false"
  worst_slew_pin_slew_ns: 0.977
  whs_ns: 0.468
  fmax_mhz: 123
  fin_setup_tns_ns: 0
  unclocked_regs: 47
  slew_headroom: 0.330
  untimed_endpoints: 55
  setup_viol: 0
  final-hold-violation-count: 0
  fin_crit_sh: 0.249
global_route:
  antenna_found_initial: 1
  met2_usage: 0.351
  met3_usage: 0.0147
  met1_usage: 0.331
  grt_busiest_layer: "met2"
  grt_usage: 0.219
  grt_pass1_vias: 20100
  grt_max_degree: 63
  grt.overflow.total: 0
  grt_pass1_wl_mm: 102
routing:
  dr.pass1.iters: 5
  antenna_left: 0
  wl_per_cell_um: 16.3
  diodes: 0
  first_iter_violations: 1710
  vias_per_cell: 6.06
  finalWirelength_mm: 61.2
  drc: 0
  vias: 22700
cts:
  postCtsHoldBufs: 0
  cts_resized: 0
  cts_max_level: 3
  cts_buffers: 9
  clock_path_buffers: 2
  cts.clk_slew.worst_paths_ns: 0.05
  clock_latency_ns: 0.33
  tritoncts: "yes"
  cts_setup_buffers: 0
  cts-root-buf: "clkbuf_16"
flow_run:
  tool_warnings: 37
  drv_cap: 0
layout:
  drive_gt1_frac: 0.0619
  syn_to_final_growth_pct: 4.57
  final_core_util: 0.423
  final_cell_area_um2: 22800
die:
  die_width_um: 236
  io_pins: 19
  initial_core_util: 0.405
  core_um2: 53900
  rows: 85
  die_h_um: 236
  die-area_um2: 55500
power:
  ir_worst_vdd_mv: 0.0408
  pwr_density_cell_nw_per_um2: 7.89
  p_leak_nw: 9.20
worst_hold_path:
  hp-class: "reg2reg"
  hp-start: "u1.clk_1s"
[cell usage in the layout, fill, tap and decap left out, drive strengths merged, types with 69 or more instances in the layout]
cell type  synthesis  final
a21oi            197    197
dfrtp             72     72
ha               117    117
inv              111    111
mux2i             73     73
nand2            345    345
nand3            136    136
nor2             327    327
nor3             109    109
o21ai            218    218
xnor2            184    184
xor2              69     69
[state kept, by name, summed over array words and instances (netlist names)]
signal / cells
u5.Bit_Sel: 3
u1.clk_1s: 1
u3.count: 4
u5.cnt: 32
u3.addition: 1
u1.counter: 32
u4.fare: 16
u2.distance: 16
u2.start_ff: 1
u4.start_ff: 1
u8.Seg: 8
[worst register-to-register path: stages (launching register included)]
cell,delay (ns)
dfrtp_1,0.41
and3_1,0.23
and3_1,0.22
nand3_1,0.11
nor3_1,0.37
and3_1,0.32
and3_1,0.35
and2_1,0.22
nand3_1,0.12
xnor2_1,0.14
[cells in the mapped netlist (30+ instances only)]
cell type	count	share of area
a211oi_1	40	0.014
a21o_1	32	0.011
a21oi_1	195	0.045
a31oi_1	53	0.015
and2_1	33	0.0095
and3_1	60	0.017
clkbuf_1	101	0.017
dfrtp_1	72	0.083
dfxtp_1	32	0.029
ha_1	117	0.067
inv_1	110	0.019
mux2_2	40	0.021
mux2i_1	72	0.033
nand2_1	342	0.059
nand2b_1	35	0.010
nand3_1	135	0.031
nand4_1	43	0.012
nor2_1	325	0.056
nor3_1	108	0.025
o211ai_1	41	0.014
o21a_1	52	0.018
o21ai_0	197	0.045
o22ai_1	34	0.0097
o31ai_1	30	0.010
or2_2	30	0.0086
xnor2_1	180	0.072
xor2_1	69	0.028
[layer usage]
metal,routed length (µm),share of wire,up-vias
met3,2720,0.045,62
met2,27500,0.45,599
met4,1040,0.017,0
met1,30000,0.49,10500
li1,-,-,11500
met5,0,0,-
[how the worst min path moves through the flow]
stage / to / slack [ns] / cells past startpoint
finish: u1.clk_1s / 0.47 / 1
CTS: u1.clk_1s / 0.47 / 1
global route: u1.clk_1s / 0.49 / 1
[metrics by stage]
stage / instances / setup slack [ns] / total power [mW]
floorplan: 3127 / 24.18 / 0.0919
global placement: 3734 / 24.69 / 0.0945
detailed placement: 3734 / 24.65 / 0.0946
CTS: 3750 / 24.40 / 0.182
global route: 3750 / 24.31 / 0.186
finish: 3750 / 24.40 / 0.180
[where the power goes]
group | switching [mW] | internal, mW | total (mW)
clock network | 0.0317 | 0.0554 | 0.0871
registers | 0 | 0.0847 | 0.0847
logic | 0.00576 | 0.00253 | 0.00830
total | 0.0375 | 0.143 | 0.180
[final cells by class]
type	instances	area, µm²
clock buffer	14	264
multi-input combinational	2761	18200
sequential	115	2650
fill	5325	31100
timing repair buffer	50	418
clock inverter	2	8.76
tap	696	871
inverter	112	420
[cells by family after synthesis]
| family | count (synthesis) | share of synthesized area |
|---|---|---|
| multiplexers | 115 | 0.0559 |
| latches | 8 | 0.00550 |
| AND-OR/OR-AND | 981 | 0.309 |
| other | 2 | 0.000344 |
| AND/OR/NAND/NOR | 1275 | 0.288 |
| XOR/XNOR | 253 | 0.103 |
| buffers and inverters | 251 | 0.0455 |
| flip-flops | 107 | 0.116 |
| adder cells (fa/ha/maj) | 135 | 0.0764 |
No activity file was given, so power comes from the tool's default toggle rates.
